## design/flow/constraint.sdc

```tcl
current_design sevenSegmentDisplay

set clk_period 6.4
set clk_io_pct 0.2

create_clock -name clk0 -period $clk_period [get_ports {clk500Hz}]

set non_clock_inputs [all_inputs -no_clocks]
set_input_delay [expr $clk_period * $clk_io_pct] -clock clk0 $non_clock_inputs
set_output_delay [expr $clk_period * $clk_io_pct] -clock clk0 [all_outputs]
```

## design/flow/run.sh

```bash
#!/bin/bash
# OpenROAD 26Q1-2900-gdf79404cd8, Yosys 0.63+post, stock flow scripts
make -C /OpenROAD-flow-scripts/flow DESIGN_CONFIG=/design/flow/config.mk WORK_HOME=/design/flow/orfs finish
```

## design/flow/design.v

```verilog
`timescale 1ns / 1ps
module displayDriver(
    output reg [6:0] seg,
    input [5:0] number,
    input tens,
    input hoursPlace,
    input set24hours
    );
    reg [3:0] onesValue, tensValue;
    reg [5:0] tempNumb;
    always @ (tens) begin
        seg[0] = 1;
        seg[1] = 1;
        seg[2] = 1;
        seg[3] = 1;
        seg[4] = 1;
        seg[5] = 1;
        seg[6] = 1;
        seg[7] = 1;
        if(!tens)
            case(onesValue)
                0: begin
                    seg[0] = 0;
                    seg[1] = 0;
                    seg[2] = 0;
                    seg[3] = 0;
                    seg[4] = 0;
                    seg[5] = 0;
                end
                1: begin
                    seg[1] = 0;
                    seg[2] = 0;
                end
                2: begin
                    seg[0] = 0;
                    seg[1] = 0;
                    seg[3] = 0;
                    seg[4] = 0;
                    seg[6] = 0;
                end
                3: begin
                    seg[0] = 0;
                    seg[1] = 0;
                    seg[2] = 0;
                    seg[3] = 0;
                    seg[6] = 0;
                end
                4: begin
                    seg[1] = 0;
                    seg[2] = 0;
                    seg[5] = 0;
                    seg[6] = 0;
                end
                5: begin
                    seg[0] = 0;
                    seg[2] = 0;
                    seg[3] = 0;
                    seg[5] = 0;
                    seg[6] = 0;
                end
                6: begin
                    seg[0] = 0;
                    seg[2] = 0;
                    seg[3] = 0;
                    seg[4] = 0;
                    seg[5] = 0;
                    seg[6] = 0;
                end
                7: begin
                    seg[0] = 0;
                    seg[1] = 0;
                    seg[2] = 0;
                end
                8: begin
                    seg[0] = 0;
                    seg[1] = 0;
                    seg[2] = 0;
                    seg[3] = 0;
                    seg[4] = 0;
                    seg[5] = 0;
                    seg[6] = 0;
                end
                9: begin
                    seg[0] = 0;
                    seg[1] = 0;
                    seg[2] = 0;
                    seg[3] = 0;
                    seg[5] = 0;
                    seg[6] = 0;
                end
            endcase
        else
            case(tensValue)
            0: begin
                    seg[0] = 0;
                    seg[1] = 0;
                    seg[2] = 0;
                    seg[3] = 0;
                    seg[4] = 0;
                    seg[5] = 0;
                end
                1: begin
                    seg[1] = 0;
                    seg[2] = 0;
                end
                2: begin
                    seg[0] = 0;
                    seg[1] = 0;
                    seg[3] = 0;
                    seg[4] = 0;
                    seg[6] = 0;
                end
                3: begin
                    seg[0] = 0;
                    seg[1] = 0;
                    seg[2] = 0;
                    seg[3] = 0;
                    seg[6] = 0;
                end
                4: begin
                    seg[1] = 0;
                    seg[2] = 0;
                    seg[5] = 0;
                    seg[6] = 0;
                end
                5: begin
                    seg[0] = 0;
                    seg[2] = 0;
                    seg[3] = 0;
                    seg[5] = 0;
                    seg[6] = 0;
                end
                6: begin
                    seg[0] = 0;
                    seg[2] = 0;
                    seg[3] = 0;
                    seg[4] = 0;
                    seg[5] = 0;
                    seg[6] = 0;
                end
                7: begin
                    seg[0] = 0;
                    seg[1] = 0;
                    seg[2] = 0;
                    seg[3] = 0;
                end
                8: begin
                    seg[0] = 0;
                    seg[1] = 0;
                    seg[2] = 0;
                    seg[3] = 0;
                    seg[4] = 0;
                    seg[5] = 0;
                    seg[6] = 0;
                end
                9: begin
                    seg[0] = 0;
                    seg[1] = 0;
                    seg[2] = 0;
                    seg[3] = 0;
                    seg[5] = 0;
                    seg[6] = 0;
                end
            endcase
        end
    always @ (number) begin
        if (~set24hours && hoursPlace && number > 12)
            tempNumb = number - 12;
        else if (number == 24 && set24hours)
            tempNumb = 0;
        else
            tempNumb = number;
        case(tempNumb)
            0: begin
                if (~set24hours && hoursPlace) begin
                    tensValue = 1;
                    onesValue = 2;
                end
                else begin
                    tensValue = 0;
                    onesValue = 0;
                end
            end
            1: begin
                tensValue = 0; 
                onesValue = 1;
            end
            2: begin
                tensValue = 0; 
                onesValue = 2;
            end
            3: begin
                tensValue = 0; 
                onesValue = 3;
            end
            4: begin
                tensValue = 0; 
                onesValue = 4;
            end
            5: begin
                tensValue = 0; 
                onesValue = 5;
            end
            6: begin
                tensValue = 0; 
                onesValue = 6;
            end
            7: begin
                tensValue = 0; 
                onesValue = 7;
            end
            8: begin
                tensValue = 0; 
                onesValue = 8;
            end
            9: begin
                tensValue = 0; 
                onesValue = 9;
            end
            10: begin
                tensValue = 1; 
                onesValue = 0;
            end
            11: begin
                tensValue = 1; 
                onesValue = 1;
            end
            12: begin
                tensValue = 1; 
                onesValue = 2;
            end
            13: begin
                tensValue = 1; 
                onesValue = 3;
            end
            14: begin
                tensValue = 1; 
                onesValue = 4;
            end
            15: begin
                tensValue = 1; 
                onesValue = 5;
            end
            16: begin
                tensValue = 1; 
                onesValue = 6;
            end
            17: begin
                tensValue = 1;
                onesValue = 7;
            end
            18: begin
                tensValue = 1; 
                onesValue = 8;
            end
            19: begin
                tensValue = 1; 
                onesValue = 9;
            end
            20: begin
                tensValue = 2; 
                onesValue = 0;
            end
            21: begin
                tensValue = 2; 
                onesValue = 1;
            end
            22: begin
                tensValue = 2; 
                onesValue = 2;
            end
            23: begin
                tensValue = 2; 
                onesValue = 3;
            end
            24: begin
                tensValue = 2; 
                onesValue = 4;
            end
            25: begin
                tensValue = 2; 
                onesValue = 5;
            end
            26: begin
                tensValue = 2; 
                onesValue = 6;
            end
            27: begin
                tensValue = 2; 
                onesValue = 7;
            end
            28: begin
                tensValue = 2; 
                onesValue = 8;
            end
            29: begin
                tensValue = 2; 
                onesValue = 9;
            end
            30: begin
                tensValue = 3; 
                onesValue = 0;
            end
            31: begin
                tensValue = 3; 
                onesValue = 1;
            end
            32: begin
                tensValue = 3; 
                onesValue = 2;
            end
            33: begin
                tensValue = 3; 
                onesValue = 3;
            end
            34: begin
                tensValue = 3; 
                onesValue = 4;
            end
            35: begin
                tensValue = 3; 
                onesValue = 5;
            end
            36: begin
                tensValue = 3; 
                onesValue = 6;
            end
            37: begin
                tensValue = 3; 
                onesValue = 7;
            end
            38: begin
                tensValue = 3; 
                onesValue = 8;
            end
            39: begin
                tensValue = 3; 
                onesValue = 9;
            end
            40: begin
                tensValue = 4; 
                onesValue = 0;
            end
            41: begin
                tensValue = 4; 
                onesValue = 1;
            end
            42: begin
                tensValue = 4; 
                onesValue = 2;
            end
            43: begin
                tensValue = 4; 
                onesValue = 3;
            end
            44: begin
                tensValue = 4; 
                onesValue = 4;
            end
            45: begin
                tensValue = 4; 
                onesValue = 5;
            end
            46: begin
                tensValue = 4; 
                onesValue = 6;
            end
            47: begin
                tensValue = 4; 
                onesValue = 7;
            end
            48: begin
                tensValue = 4; 
                onesValue = 8;
            end
            49: begin
                tensValue = 4; 
                onesValue = 9;
            end
            50: begin
                tensValue = 5; 
                onesValue = 0;
            end
            51: begin
                tensValue = 5; 
                onesValue = 1;
            end
            52: begin
                tensValue = 5; 
                onesValue = 2;
            end
            53: begin
                tensValue = 5; 
                onesValue = 3;
            end
            54: begin
                tensValue = 5; 
                onesValue = 4;
            end
            55: begin
                tensValue = 5; 
                onesValue = 5;
            end
            56: begin
                tensValue = 5; 
                onesValue = 6;
            end
            57: begin
                tensValue = 5; 
                onesValue = 7;
            end
            58: begin
                tensValue = 5; 
                onesValue = 8;
            end
            59: begin
                tensValue = 5; 
                onesValue = 9;
            end
            default: begin
                tensValue = 0;
                onesValue = 0;
            end
        endcase
    end
endmodule
`timescale 1ns / 1ps
module sevenSegmentDisplay(
    output pm,
    output [6:0] seg,
    output reg [7:0] an,
    output reg decimal,
    input [5:0] clockMinutes,
    input [5:0] clockHours,
    input [5:0] alarmMinutes,
    input [5:0] alarmHours,
    input displayAlarm,
    input set24hours,
    input editMode,
    input selected,
    input clk3Hz,
    input clk500Hz
    );
    reg [5:0] minutes, hours;
    reg [5:0] number;
    reg [1:0] toggledDisplay;
    reg tens, hoursPlace;
    always @ (displayAlarm)
        if (displayAlarm) begin
            minutes = alarmMinutes;
            hours = alarmHours;
        end
        else begin
            minutes = clockMinutes;
            hours = clockHours;
        end
    initial begin
        number = 0;
        toggledDisplay = 0;
        tens = 0;
    end
    displayDriver display(seg, number, tens, hoursPlace, set24hours);
    assign pm = (hours >= 12) && ~set24hours;
    always @ (posedge clk500Hz) begin
        an[0] <= 1;
        an[1] <= 1;
        an[2] <= 1;
        an[3] <= 1;
        an[4] <= 1;
        an[5] <= 1;
        an[6] <= 1;
        an[7] <= 1;
        decimal <= 1;
        hoursPlace <= 0;
        case (toggledDisplay)
            0: begin
                number <= minutes;
                tens <= 0;
                if (editMode && selected == 0)
                    an[0] <= clk3Hz;
                else
                    an[0] <= 0;
            end
            1: begin
                number <= minutes;
                tens <= 1;
                if (editMode && selected == 0)
                    an[1] <= clk3Hz;
                else
                    an[1] <= 0;
            end
            2: begin
                number <= hours;
                hoursPlace <= 1;
                tens <= 0;
                decimal <= 0;  
                if (editMode && selected == 1)
                    an[2] <= clk3Hz;
                else
                    an[2] <= 0;
            end
            3: begin
                number <= hours;
                hoursPlace <= 1;
                tens <= 1;
                if (editMode && selected == 1)
                    an[3] <= clk3Hz;
                else
                    an[3] <= 0;
            end
            default: begin
                number <= 0;
                tens <= 0;
            end
        endcase
        toggledDisplay <= toggledDisplay + 1;
    end
endmodule
```

## design/flow/config.mk

```make
export PLATFORM = sky130hd
export DESIGN_NAME = sevenSegmentDisplay
export DESIGN_NICKNAME = sevenSegmentDisplay
export VERILOG_FILES = /design/flow/design.v
export SDC_FILE = /design/flow/constraint.sdc
export NUM_CORES = 4
export LEC_CHECK = 1
export CORE_AREA = 10 10 111 111
export DIE_AREA = 0 0 121 121
```

==> flow_summary.ini <==
; generated from flow reports
[synthesis]
largest_area_cell = dfxtp_1
top_cell = nand2_1
synthArstFlopShare_pct = 0
synthCells = 230
synth.distinct_cells = 62
netlist_top_cells_area = dfxtp_1, ha_1, mux4_2
ys_chip_area_sq_um = 1890
synth.avg_cell_area_sq_um = 8.21
ys_seq_elements = 15
ys_cells = 230
dominantRegCellSynth = dfxtp_1
ys_warn_count = 4
ys_seq_share_pct = 15.9
top_area_share_pct = 15.9
common_cells = nand2_1, ha_1, dfxtp_1, inv_1, nor2_1
netlist_area_sq_um = 1890
edf_count = 0

[critical_path]
crit_chain = clkdlybuf4s50_1 > nand2b_1 > or3_1 > o21ai_2 > mux2_4 > a221o_1 > a2111oi_2 > a21boi_2 > inv_1 > ha_1 > o31ai_1 > clkdlybuf4s50_1
r2r-end = number[1]
worstPathArrival_ns = 4.86
reg2reg_depth = 4
cp-start-kind = input port
crit_top_cell = clkdlybuf4s50_1
cp.required_ns = 5.12
critical-path-max-stage-delay_ns = 0.50
r2r-start = toggledDisplay[0]
endpoint_kind = primary output
worst_path_max_delay_cell = clkdlybuf4s50_1
rrSetupSlack_ns = 4.77
critPathMaxFanout = 4
crit_type = in -> out

[final_timing]
hold_viol = 0
rsz0062_at_grt = false
post-route-period-util_pct = 95.9
setup_tns_ns = 0
fin_hold_ws_ns = 0.466
report.final.slew_viol_count = 0
tightest_slew_ns = 0.661
slew_headroom_pct = 55.9
skew_ns = 0.00421
finalWorstSetupSlack_ns = 0.264
max_freq_ghz = 0.163
period_minus_slack_ns = 6.14
finalSetupViolCount = 0

[cts]
hold_buffers = 0
htree_num_levels = 1
cts_tree = yes
clkTransAtPathRegs_ns = 0.06
clockBufferDepth = 2
insertion_delay_ns = 0.24
cts_buffers = 3
cts_sinks = 15
clockRootBuffer = clkbuf_8

[pwr]
powerDensity_nw_per_um2 = 147
p_leak_nw = 0.982
vdd_drop_max_v = 0.0000720

[drt]
wire_per_inst_microns = 12.4
via_per_inst = 4.59
dr_total_vias = 1874
route.detailed.drc = 0
antenna_cells = 0
antenna_left = 0
drt-total-wl_microns = 5050
drt_pass1_iterations = 4
drt_iter0_drc = 174

[cells_and_area]
area_delta_synth_final_pct = 33.9
final_area_sq_um = 2530
fill_cells = 1038
final_layout_size_suffix_gt1_share_pct = 14.2

[die]
num_rows = 36
coreArea_sq_um = 9860
fp_util_pct = 19.2
die_w_microns = 121
die-area_sq_um = 14600
fp.dieH_microns = 121
ios = 47

[run_status]
status = completed

[place]
pre_cts_ws_ns = 0.144
place_area_sq_um = 2470
io_buffers = 42
post-dp-hpwl_microns = 4220
globalplace.congestion = 0.927

[grt]
grt_max_degree = 17
antenna_found_initial = 0
grt_use_total_pct = 6.98
grt_pass1_vias = 1990
grt_pass1_wl_microns = 8930
grt_remaining_overflow = 0

[min_path]
hp-start = toggledDisplay[0]
holdPathStages = 1
hp-class = reg -> reg
hold_path_end = toggledDisplay[0]

[run]
max-cap-violations = 0
tool_warnings = 37
## cell type report
type                            count  area [sq um]  share of cell area (%)
Inverter                           15          56.3                    2.23
Timing Repair Buffer               56           526                    20.8
Tap cell                          133           166                    6.58
Sequential cell                    15           300                    11.9
Multi-Input combinational cell    185          1440                    56.8
Clock buffer                        4          45.0                    1.78
## state kept, by name (all words and copies together), names as in the netlist
signal and count:
an 4, decimal 1, hoursPlace 1, number 6
tens 1, toggledDisplay 2
## stage by stage
step | instances | power (mW) | utilization [%]
floorplan | 233 | 0.227 | -
global placement | 403 | 0.294 | 25.0
detailed placement | 403 | 0.295 | 25.0
CTS | 407 | 0.369 | 25.5
global route | 408 | 0.401 | 25.6
finish | 408 | 0.371 | 25.6
## power by group
group	leakage [nW]	total (mW)	internal, mW	switching [mW]
clock network	0.0228	0.0730	0.0439	0.0291
logic	0.836	0.191	0.103	0.0880
registers	0.123	0.107	0.0965	0.0101
## kinds of logic after synthesis
logic type	share of synthesized area, %
muxes	14.5
adders and majority gates	10.6
other	0.198
DFF	15.9
AOI/OAI and AO/OA	28.5
xor gates and xnor gates	0.927
buffers and inverters	9.27
and+or+nand+nor	20.1
## critical path: cells and delay by family
family                   cells  cell delay (ns)
AND/OR/NAND/NOR              2             0.59
multiplexers                 1             0.32
buffers and inverters        3             1.03
adder cells (fa/ha/maj)      1             0.32
AND-OR/OR-AND                5             1.33
## what timing repair did
item / 4_1_cts / 5_1_grt
setup endpoints to repair: 0 / 6
endpoints found under the hold margin: 0 / 0
resized: 0 / 5
setup buffers: 0 / 1
## layer usage
| metal | vias up | global-route usage, % | part of all wire [%] |
|---|---|---|---|
| met1 | 862 | 9.32 | 46 |
| li1 | 951 | - | - |
| met3 | 4 | 1.75 | 7.2 |
| met5 | - | 0 | 0 |
| met2 | 57 | 11.3 | 46 |
| met4 | 0 | 1.06 | 0.95 |
## cell usage in the layout (no fill, tap or decap), types with 2 or more instances in the layout
cell type and n:
ha_1 16, nand3_1 6, o21ai_2 2, a21oi_1 11, mux2i_1 9, a22o_1 2
a21o_1 3, inv_1 15, o22ai_1 3, and2_1 2, and4bb_2 2, o2bb2ai_1 2
or3_1 4, clkbuf_8 3, conb_1 4, mux4_2 6, o211ai_1 4, nor2_1 13
a2111oi_2 2, a21boi_0 3, o21ai_0 8, and2b_1 2, and3_1 3, nand2_1 23
xnor2_1 2, a32oi_1 4, nor4_1 4, a2111oi_0 2, dfxtp_1 15, a211oi_1 4
mux2_2 3, nor3_1 7, buf_4 14, clkdlybuf4s50_1 42
## how the worst max path moves through the flow
stage	startpoint	to	slack (ns)	cells after the start
after CTS	set24hours	seg[1]	0.15	12
after global routing	set24hours	seg[1]	0.005	12
final	set24hours	seg[1]	0.26	12
Power figures rest on the tool's default switching activity, not on a simulated workload.
