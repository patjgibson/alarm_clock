<file path="./config.mk">
export PLATFORM = sky130hd
export DESIGN_NAME = clockDivider
export DESIGN_NICKNAME = clockDivider
export VERILOG_FILES = /design/flow/design.v
export SDC_FILE = /design/flow/constraint.sdc
export NUM_CORES = 4
export LEC_CHECK = 1
export CORE_UTILIZATION = 40
</file>
<file path="./constraint.sdc">
current_design clockDivider

set clk_period 4.0
set clk_io_pct 0.2

create_clock -name clk0 -period $clk_period [get_ports {clk5MHz}]

set non_clock_inputs [all_inputs -no_clocks]
set_input_delay [expr $clk_period * $clk_io_pct] -clock clk0 $non_clock_inputs
set_output_delay [expr $clk_period * $clk_io_pct] -clock clk0 [all_outputs]
</file>
<file path="./run.sh">
#!/bin/bash
# OpenROAD 26Q1-2900-gdf79404cd8, Yosys 0.63+post, stock flow scripts
make -C /OpenROAD-flow-scripts/flow DESIGN_CONFIG=/design/flow/config.mk WORK_HOME=/design/flow/orfs finish
</file>
<file path="./design.v">
`timescale 1ns / 1ps
module clockDivider(
    input inc1min,
    input inc1hour,
    output reg clk2s,
    output reg clk3Hz,
    output reg clk500Hz,
    input clk5MHz
    );
    reg [22:0] counter2s;
    reg [20:0] counter3Hz;
    reg [12:0] counter500Hz;
    initial begin
        counter2s = 0;
        counter3Hz = 0;
        counter500Hz = 0;
        clk2s = 0;
        clk3Hz = 0;
        clk500Hz = 0;
    end
    always @ (posedge clk5MHz)
        if (counter2s == 4999999) begin
            counter2s <= 0;
            clk2s <= ~clk2s;
        end
        else
            counter2s <= counter2s + 1;
    always @ (posedge clk5MHz)
        if (inc1min || inc1hour) begin
            counter3Hz <= 0;
            clk3Hz <= 0;
        end
        else if (counter3Hz == 1666667) begin
            counter3Hz <= 0;
            clk3Hz <= ~ clk3Hz;
        end
        else
            counter3Hz <= counter3Hz + 1;
    always @ (posedge clk5MHz)
        if (counter500Hz == 4999) begin
            counter500Hz <= 0;
            clk500Hz <= ~clk500Hz;
        end
        else
            counter500Hz <= counter500Hz + 1;
endmodule
</file>
==> PnR_summary.wiki <==
== Metrics ==
{| class="wikitable"
! Metric !! Value
|-
| Result of the run || completed
|-
| Reg-to-reg critical path startpoint || counter3Hz[4]
|-
| Total number of yosys warnings || 1
|-
| Post-DP HPWL || around 2.8 mm
|-
| Final period util || 53.8%
|-
| Critical path start-end classification || flop to flop
|-
| Post-synthesis area per instance || 9.44 um2
|-
| Sequential fraction of the synthesis area || 47.6%
|-
| Area fraction in mux cells || less than 1%
|-
| Top logic cells by instance count in the layout || sky130_fd_sc_hd__dfxtp_1 (58), sky130_fd_sc_hd__nor2_1 (31), sky130_fd_sc_hd__nand3_1 (27), sky130_fd_sc_hd__xor2_1 (25)
|-
| Post-cts repair resize count || 0
|-
| Via Count || 1,885
|-
| Horizontal die dimension || ~82 um
|-
| Launch point of the worst path || counter3Hz[4]
|-
| Proportion of layout cells with a drive suffix above 1 || 7.32%
|-
| Kind of end point of the critical path || flop
|-
| Remaining routing DRC violations || 0
|-
| # diodes || 0
|-
| Yosys Instances || around 270
|-
| Antenna violation net count after detailed routing || 0
|-
| Maximum Capacitance Violations || 0
|-
| Async set or reset register ratio after synthesis || 0%
|-
| Setup slack of the most critical reg-to-reg path || 1.85 ns
|-
| Top flip-flop cell by instance count after synthesis || sky130_fd_sc_hd__dfxtp_1
|-
| Synth area leader || sky130_fd_sc_hd__dfxtp_1
|-
| Placed cells || between 300 and 400
|-
| Critical R2R Capture || counter3Hz[4]
|-
| Final tally of max-slew violations || 0
|-
| Register-to-Register Path Depth || 4
|-
| CTS root buf || sky130_fd_sc_hd__clkbuf_8
|-
| Hold violation total from the final report || 0
|-
| Flip-flops with a built-in enable || 2
|-
| Clock transition at the registers of the reported paths || around 0.07 ns
|-
| Via-to-Cell Ratio || 5.21
|-
| Total negative setup slack || 0 ns
|-
| Top logic cell by instance count in the layout || sky130_fd_sc_hd__dfxtp_1
|-
| Critical Path Sink || counter3Hz[4]
|-
| Number of buffers on the longest clock path || 2
|-
| Core area || 0.00606 mm2
|-
| Hold Buf Count CTS || 0
|-
| Weighted congestion at the end of routability-driven global placement || 0.767
|-
| Clock tree from TritonCTS || built
|-
| Maximum number of pins on one net before global-route repair || 22
|-
| Count of standard-cell rows || 28
|-
| Routed wire per std cell || ~11 um
|-
| Fill cell instance count of the final layout || 565
|-
| Initial DRT Pass Iterations || 4
|-
| Chip Area, Yosys || about 0.0026 mm2
|-
| Number of non-filler instances in the completed layout || 362
|-
| Max IR drop VDD || 0.211 mV
|-
| Kind of launch point of the worst setup path || flop
|-
| Power after layout || 1.07 mW
|-
| Worst slew margin relative to its limit || between 50% and 60%
|-
| Netlist Area Pre-Place || 0.00257 mm2
|-
| Die Height || 82.1 um
|-
| Number of register bits inferred by synthesis || roughly 60
|-
| Total clock sinks || 60
|-
| Number of buffers created by CTS || 9
|-
| First-pass GRT wire length || slightly above 7 mm
|-
| Number of I/O pins || 6
|-
| Final critical delay including setup and external delays || ~2.2 ns
|-
| Aoi/oai-family share of the synthesized area || under 10%
|-
| Buffers on Ports || 5
|-
| Initial antenna violation count || 0
|-
| OpenROAD warning count || 25
|-
| WP data arrival || between 2 and 2.5 ns
|-
| Top cells by area in the synthesized netlist || sky130_fd_sc_hd__dfxtp_1 (45%), sky130_fd_sc_hd__xor2_1 (8.5%), sky130_fd_sc_hd__nand3_1 (5.3%)
|-
| End-of-flow core utilization || a little under half
|-
| Synth Area in Adders || under 10%
|-
| Violation count after the first detailed-route iteration || ~99
|-
| Final setup violating endpoints || 0
|-
| Biggest combinational cell group after synthesis || simple AND/OR/NAND/NOR gates
|-
| Total Routed Length || 4.16 mm
|-
| Count of H-tree levels built during CTS || 3
|-
| Pwr dens || between 300 and 400 mW/mm2
|-
| Insertion delay to the later sink of the worst-skew pair || 0.34 ns
|-
| Critical path required time || 4.20 ns
|-
| Actual transition at the worst max-transition pin || around 0.68 ns
|-
| Worst Skew || 0.00904 ns
|-
| P_leak || 0.984 nW
|-
| Post-CTS setup-driven buffer insertion count || 0
|-
| F_max || 0.465 GHz
|-
| Share of the core filled by cells before placement || about 42%
|-
| Setup repair after global routing missed its margin || false
|-
| Register cell area after layout || 0.00122 mm2
|-
| Post-layout instance area || around 0.0028 mm2
|-
| Chip footprint || around 0.0067 mm2
|-
| Synthesized instance count || 272
|-
| GRT Residual Overflow || 0
|-
| Post-synthesis simple-gate area fraction || 28.6%
|-
| Overall global routing resource usage || 13.8%
|-
| Placement Cell Area || around 0.0027 mm2
|-
| Area overhead of the layout relative to synthesis || 10.8%
|-
| Path category of the worst min-delay check || flop to flop
|-
| Xor/xnor share || 13.6%
|-
| Fraction of post-synthesis cell area in the top cell type by area || between 40% and 50%
|-
| Area taken by multi-input logic gates || 0.00128 mm2
|-
| Netlist cell types || 35
|-
| Number of global-route vias before repair || 1,633
|-
| Crit Path Max Fanout || 21
|}
## final cells by class
cell class	instances	area share, %
Clock buffer	9	4.36
Clock inverter	7	1.54
Inverter	6	0.792
Multi-Input combinational cell	199	45.1
Sequential cell	60	42.9
Tap cell	75	3.30
Timing Repair Buffer	6	2.02
## report_power, final
group	total (mW)	switching, mW	internal, mW	leakage [nW]
Combinational	0.00826	0.00493	0.00333	0.417
Clock	0.455	0.236	0.219	0.0763
Sequential	0.602	0.00100	0.601	0.490
## critical path: stages (launching register included)
cell	delay, ns
sky130_fd_sc_hd__dfxtp_1	0.38
sky130_fd_sc_hd__or4b_1	0.52
sky130_fd_sc_hd__or4_4	0.55
sky130_fd_sc_hd__o21ai_4	0.46
sky130_fd_sc_hd__nor2_1	0.10
## worst min-delay path by stage
stage / startpoint / endpoint / slack [ns] / cells past startpoint
5_1_grt: counter500Hz[0] / counter500Hz[0] / 0.47 / 1
6_report: counter500Hz[0] / counter500Hz[0] / 0.45 / 1
4_1_cts: counter500Hz[0] / counter500Hz[0] / 0.46 / 1
## layer usage
layer	up-vias	GRT usage [%]	part of all wire [%]
met4	0	2.46	1.6
met1	857	21.5	54
met2	23	20.2	41
li1	999	-	-
met3	6	3.34	3.9
met5	-	0	0
## per-stage QoR
step / hold slack [ns] / setup slack [ns]
after detailed placement: 0.440 / 1.85
after global routing: 0.474 / 1.71
final: 0.445 / 1.85
after floorplan: 0.418 / 2.05
after CTS: 0.456 / 1.83
after global placement: 0.430 / 1.87
## flip-flops by register name (all words and copies together) (netlist names)
| name | cells |
|---|---|
| clk2s | 1 |
| clk500Hz | 1 |
| counter500Hz | 13 |
| counter3Hz | 21 |
| counter2s | 23 |
| clk3Hz | 1 |
## cell usage after synthesis (5+ instances only)
cell	instances
sky130_fd_sc_hd__dfxtp_1	58
sky130_fd_sc_hd__nor2_1	31
sky130_fd_sc_hd__nand3_1	27
sky130_fd_sc_hd__xor2_1	25
sky130_fd_sc_hd__nand4_1	15
sky130_fd_sc_hd__xnor2_1	15
sky130_fd_sc_hd__nand2_1	12
sky130_fd_sc_hd__or3_1	10
sky130_fd_sc_hd__a21oi_1	9
sky130_fd_sc_hd__and4_1	9
sky130_fd_sc_hd__o21ai_0	8
sky130_fd_sc_hd__inv_1	6
sky130_fd_sc_hd__nor3_1	5
sky130_fd_sc_hd__nor4_1	5
## kinds of logic after synthesis
kind of cell	after synthesis
AOI/OAI and AO/OA	23
xor gates and xnor gates	40
adders and majority gates	3
buffers and inverters	13
DFF	60
muxes	1
and+or+nand+nor	132
Power and IR drop assume default switching activity.
