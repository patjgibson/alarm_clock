File: /design/flow/design.v
`timescale 1ns / 1ps
module debouncer(
    output reg debounced,
    input button,
    input clk
    );
    reg value1, value2;
    reg [18:0] count;
    parameter stableTime = 49999;
    initial begin
        value1 = 0;
        value2 = 0;
        debounced = 0;
        count = 0;
    end
    always @ (posedge clk) begin
        value1 <= button;
        value2 <= value1;
        if (value1 ^ value2)
            count <= 0;
        else
            count <= count + 1;
        if (count == stableTime)
            debounced <= value2;
        else
            debounced <= debounced;
    end
endmodule
File: /design/flow/run.sh
#!/bin/bash
# OpenROAD 26Q1-2900-gdf79404cd8, Yosys 0.63+post, stock flow scripts
make -C /OpenROAD-flow-scripts/flow DESIGN_CONFIG=/design/flow/config.mk WORK_HOME=/design/flow/orfs finish
File: /design/flow/config.mk
export PLATFORM = sky130hd
export DESIGN_NAME = debouncer
export DESIGN_NICKNAME = debouncer
export VERILOG_FILES = /design/flow/design.v
export SDC_FILE = /design/flow/constraint.sdc
export NUM_CORES = 4
export LEC_CHECK = 1
export CORE_AREA = 10 10 99 99
export DIE_AREA = 0 0 109 109
File: /design/flow/constraint.sdc
current_design debouncer

set clk_period 2.4
set clk_io_pct 0.2

create_clock -name clk0 -period $clk_period [get_ports {clk}]

set non_clock_inputs [all_inputs -no_clocks]
set_input_delay [expr $clk_period * $clk_io_pct] -clock clk0 $non_clock_inputs
set_output_delay [expr $clk_period * $clk_io_pct] -clock clk0 [all_outputs]
==> changes_impl.md <==
### Metrics

- Class of the tightest hold or removal check: reg -> reg
- Number of CTS-inserted buffers: 3
- Final global-route overflow total: 0
- Number of synthesized flops with an enable pin: 1
- CP max stage delay: approximately 600 ps
- Number of vias per cell after detailed routing: 3.34
- Synth Area in Simple Gates: between 30% and 40%
- Number of iterations in the first detailed-routing pass: 5
- # Post-CTS Setup Buffers: 0
- Chip area: ~0.012 mm^2
- RSZ-0062 raised after global routing: false
- Remaining max-slew budget at the tightest pin: between 50% and 60%
- Arrival time reported for the critical path endpoint: approximately 1800 ps
- Dominant combinational cell family by area after synthesis: simple AND/OR/NAND/NOR gates
- Via count of the first global-routing pass: 681
- Number of hold violations in the final report: 0
- Mux cell area share after synthesis: 2.32%
- Non-filler cells in the finished layout: 213
- Global router's overall resource usage: under 10%
- Largest area contributor in the netlist: sky130_fd_sc_hd__dfxtp_1
- Iteration-0 DRC count of the detailed router: 33
- Post-synth top flop: sky130_fd_sc_hd__dfxtp_1
- Final HPWL from detailed placement: approximately 1.2 mm
- Post-synthesis average cell area: about 9 um^2
- Largest net degree at the start of global routing: 15
- Std-Cell Core Area: roughly 0.0077 mm^2
- Number of antenna diodes: 0
- Portion of total power attributed to combinational logic: under 10%
- Core Rows: 32
- Flop2flop setup slack: between 500 and 600 ps
- XOR/XNOR Fraction of Synth Area: approximately a tenth
- Pins over their slew limit: 0
- Proportion of netlist area held by the largest area contributor: between 40% and 50%
- Post-synth area hogs: sky130_fd_sc_hd__dfxtp_1, sky130_fd_sc_hd__nor2_1, sky130_fd_sc_hd__xor2_1, sky130_fd_sc_hd__xnor2_1, sky130_fd_sc_hd__nand3_1
- Total wirelength of the detailed-routed design: 1.69 mm
- Htree depth: 1
- Slew @ Worst Pin: between 600 and 700 ps
- Sequential Power Share: a little under three fifths
- Number of placed cells counting well taps: roughly 210
- Endpoints failing setup: 0
- Static leakage power: around 0.00036 uW
- Routed length per placed instance: just under 8 um
- Total Power: about 680 uW
- Part of the Yosys area used for sequential elements: about 46%
- Launching element of the worst setup path: count[0]
- Cell count listed in synth_stat.txt: 107
- Clock sink total: 22
- Flop area: 450 um^2
- Switching fraction of total power: about a fifth
- Critical path class: reg -> reg
- Drt drc: 0
- Insertion Delay late pin: 260 ps
- Area fraction in full adders, half adders and majority gates: under 10%
- Clock slew at reported path FFs: ~80 ps
- Global-route wire length before repair: around 3 mm
- Antenna violations before repair: 0
- Number of buffers added to fix hold violations after cts: 0
- Number of synthesized register bits: 22
- Post-detailed-route count of antenna-violating nets: 0
- R2R Path Start: count[0]
- Number of logged tool warnings: 25
- Switching power: roughly 140 uW
- Gates resized, CTS repair: 0
- Total number of yosys warnings: 1
- Area of the mapped netlist: around 970 um^2
- Startpoint types: register
- Fraction of power consumed by the clock network: around two fifths
- Root buffer cell: sky130_fd_sc_hd__clkbuf_8
- Max Freq: 534 MHz
- Maximum capacitance violations: 0
- Global placer's final weighted congestion: roughly 0.8
- Die Y-Extent: around 110 um
- Total via count in the routed design: just over 700
- FFs w/ async S/R, synth: 0%
- Number of buffers added on ports: 2
- Time the final worst path needs with I/O delays and setup: 1870 ps
- Effective utilization at floorplan: about an eighth
- Yosys chip area: about 970 um^2
- Post-synthesis cell count: ~110
- Overall die width: between 100 and 150 um
- Utilization of the core after routing: 15.0%
- Peak supply drop: 0.194 mV
- Beginning of the worst hold path: value1
- Post-synth top cells: sky130_fd_sc_hd__dfxtp_1, sky130_fd_sc_hd__nor2_1, sky130_fd_sc_hd__nand3_1, sky130_fd_sc_hd__inv_1, sky130_fd_sc_hd__xor2_1
- Post-Route Setup TNS: 0 ps
- Power per unit of standard cell area: just under 600 mW/mm^2
- Run status: finished, final reports clean
- Filler Cell Count: around 870
- Family with the most delay on the worst path: simple AND/OR/NAND/NOR gates
- Kind of capture point of the worst setup path: register
- CP max-delay cell: sky130_fd_sc_hd__or4_1
- Top-count cell post-synth: sky130_fd_sc_hd__dfxtp_1
- Critical path, cell by cell: ha_1, nand3_2, or4_1, nor4_2
- Num ports: 3
- Area delta synth->final: 19.7%
- CP Buf/Inv Count: 0
- Share of post-route cells with drive strength above 1: 10.8%
- Int Pwr: 537 uW
- Final clock period utilization by the worst path: about four fifths
- Buffer levels on the longest clock path: 2
- Maximum fanout along the worst path: 10
- CTS tree: done
- Multi-input combinational cell area: between 400 and 500 um^2
- Final worst clock skew: about 3.0 ps
- Share of synthesized cell area in and-or and or-and compound cells: about 5.7%
- Count of distinct cell types in the synthesized netlist: 29
- Data required time of the critical path: about 2400 ps
[cells in the final DEF (no fill, tap or decap), drive strengths merged]
cell,Yosys,layout
and4,2,2
nand2,5,5
nor3,5,5
clkbuf,1,4
dfxtp,21,21
o41ai,1,1
nor2,19,19
nand3,9,9
ha,1,1
clkdlybuf4s50,0,2
o21ai,2,2
nand4,5,5
nand4b,1,1
a21oi,4,4
xnor2,5,5
or4,2,2
or4b,1,1
a211o,1,1
buf,2,1
xor2,6,6
nor4,2,2
edfxtp,1,1
or3,2,2
mux2,2,2
a21o,1,1
inv,6,6
[through the flow]
step	area, um^2	setup WS, ps	hold slack (ps)
after floorplan	971	613	349
after global placement	1110	574	355
after detailed placement	1110	539	354
after CTS	1160	523	364
after global routing	1160	383	379
final	1160	526	364
[sequential cells by signal (all words and copies together), names as in the netlist]
signal and flops:
value2 1, debounced 1, value1 1, count 19
[final timing paths]
path	end	depth (start not counted)
max	debounced	4
min	value2	0
max reg2reg	debounced	4
min reg2reg	value2	0
[per-layer routing]
layer	GRT usage, %	wire length, um	up-vias
met5	0	0	-
met2	4.16	724	13
met3	0.239	24	2
li1	-	-	382
met4	1.22	63	0
met1	4.33	878	314
[layout make-up]
type | instances | share of cell area (%)
clock buffer | 4 | 4.74
inverter | 6 | 1.94
multi-input combinational | 76 | 41.2
sequential | 22 | 38.8
tap | 102 | 11.0
timing repair buffer | 3 | 2.37
[logic make-up after synthesis]
| kind of cell | count (synthesis) |
|---|---|
| AOI/OAI and AO/OA | 9 |
| buffers and inverters | 9 |
| muxes | 2 |
| DFF | 22 |
| and+or+nand+nor | 53 |
| adders and majority gates | 1 |
| xor gates and xnor gates | 11 |
[power groups by stage]
stage / combinational [uW] / clock, uW / sequential, uW
final: 31.7 / 258 / 388
after global routing: 38.1 / 273 / 391
after CTS: 32.3 / 262 / 388
Power and IR drop assume default switching activity.
